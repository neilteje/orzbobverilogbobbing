## flow/design.v

```verilog
module control (
	input  logic Clk, 
	input  logic Reset,
	input  logic LoadA,
	input  logic LoadB,
	input  logic Execute,
	output logic Shift_En, 
	output logic Ld_A,
	output logic Ld_B
);
	enum logic [3:0] {
		s_start, 
		s_count0, 
		s_count1, 
		s_count2, 
		s_count3,
		s_count4,
		s_count5,
		s_count6,
		s_count7,
		s_done
	} curr_state, next_state; 
	always_comb
	begin
		unique case (curr_state) 
			s_start: 
			begin
				Ld_A = LoadA;
				Ld_B = LoadB;
				Shift_En = 1'b0;
			end
			s_done: 
			begin
				Ld_A = 1'b0;
				Ld_B = 1'b0;
				Shift_En = 1'b0;
			end
			default:   
			begin 
				Ld_A = 1'b0;
				Ld_B = 1'b0;
				Shift_En = 1'b1;
			end
		endcase
	end
	always_comb
	begin
		next_state  = curr_state;	 
		unique case (curr_state) 
			s_start :    
			begin
				if (Execute) 
				begin
					next_state = s_count0;
				end
			end
			s_count0 :    next_state = s_count1;
			s_count1 :    next_state = s_count2;
			s_count2 :    next_state = s_count3;
			s_count3 :    next_state = s_count4;
			s_count4 :    next_state = s_count5;
			s_count5 :    next_state = s_count6;
            s_count6 :    next_state = s_count7;
            s_count7 :    next_state = s_done;
			s_done :    
			begin
				if (~Execute) 
				begin
					next_state = s_start;
				end
			end
		endcase
	end
	always_ff @(posedge Clk)  
	begin
		if (Reset)
		begin
			curr_state <= s_start;
		end
		else 
		begin
			curr_state <= next_state;
		end
	end
endmodule
module HexDriver (
    input   logic           clk,
    input   logic           reset,
    input   logic   [3:0]   in[4],
    output  logic   [7:0]   hex_seg,
    output  logic   [3:0]   hex_grid
);
    module nibble_to_hex(
        input   logic   [3:0]   nibble,
        output  logic   [7:0]   hex
    );
        always_comb begin
        case(nibble)
            4'b0000 : hex = 8'b00111111;  
            4'b0001 : hex = 8'b00000110;  
            4'b0010 : hex = 8'b01011011;  
            4'b0011 : hex = 8'b01001111;  
            4'b0100 : hex = 8'b01100110;  
            4'b0101 : hex = 8'b01101101;  
            4'b0110 : hex = 8'b01111101;  
            4'b0111 : hex = 8'b00000111;  
            4'b1000 : hex = 8'b01111111;  
            4'b1001 : hex = 8'b01101111;  
            4'b1010 : hex = 8'b01110111;  
            4'b1011 : hex = 8'b01111100;  
            4'b1100 : hex = 8'b00111001;  
            4'b1101 : hex = 8'b01011110;  
            4'b1110 : hex = 8'b01111001;  
            4'b1111 : hex = 8'b01110001;  
        endcase
        end
    endmodule
    logic [7:0] hex [4];
    genvar i;
    generate
        for(i = 0; i < 4; i++) begin
            nibble_to_hex nibble_to_hex_(
                .nibble(in[i]),
                .hex(hex[i])
            );
        end
    endgenerate
    logic [16:0] counter;
    always_ff @( posedge clk ) begin
        if (reset) begin
            counter <= '0;
        end else begin
            counter <= counter + 1;
        end
    end
    always_comb begin
        if (reset) begin
            hex_grid = '1;
            hex_seg = '1;
        end else begin
            case (counter [16:15])
            2'b00: begin
                hex_seg = ~hex[0];
                hex_grid = 4'b1110;
            end
            2'b01: begin
                hex_seg = ~hex[1];
                hex_grid = 4'b1101;
            end
            2'b10: begin
                hex_seg = ~hex[2];
                hex_grid = 4'b1011;
            end
            2'b11: begin
                hex_seg = ~hex[3];
                hex_grid = 4'b0111;
            end
            endcase
        end
    end
endmodule
module Processor (
	input  logic        Clk,      
	input  logic        Reset,    
	input  logic        LoadA,    
	input  logic        LoadB,    
	input  logic        Execute,  
	input  logic [7:0]  Din,       
	input  logic [2:0]  F,        
	input  logic [1:0]  R,        
	output logic [3:0]  LED,      
	output logic [7:0]  Aval,     
	output logic [7:0]  Bval,     
	output logic [7:0]  hex_seg,  
	output logic [3:0]  hex_grid  
); 
	logic Reset_SH;
	logic LoadA_SH;
	logic LoadB_SH;
	logic Execute_SH;
	logic [2:0] F_S;
	logic [1:0] R_S;
	logic       Ld_A;
	logic       Ld_B;
	logic       newA;
	logic       newB;
	logic       bitA;
	logic       bitB;
	logic       Shift_En;
	logic       F_A_B;
	logic       opA;
	logic       opB;
	logic [7:0] A; 
	logic [7:0] B; 
	logic [7:0] Din_S;
	assign Aval = A;
	assign Bval = B;
	assign LED  = {Execute_SH, LoadA_SH, LoadB_SH, Reset_SH};  
	register_unit reg_unit (
		.Clk        (Clk),
		.Reset      (Reset_SH),
		.Ld_A       (Ld_A),
		.Ld_B       (Ld_B),
		.Shift_En   (Shift_En),
		.D          (Din_S),
		.A_In       (newA),
		.B_In       (newB),
		.A_out      (opA),
		.B_out      (opB),
		.A          (A),
		.B          (B) 
	);
	compute compute_unit (
		.F       (F_S),
		.A_In    (opA),
		.B_In    (opB),
		.A_Out   (bitA),
		.B_Out   (bitB),
		.F_A_B   (F_A_B) 
	);
	router router (
		.R       (R_S),
		.A_In    (bitA),
		.B_In    (bitB),
		.F_A_B   (F_A_B),
		.A_Out   (newA),
		.B_Out   (newB)
	);
	control control_unit (
		.Clk        (Clk),
		.Reset      (Reset_SH),
		.LoadA      (LoadA_SH),
		.LoadB      (LoadB_SH),
		.Execute    (Execute_SH),
		.Shift_En   (Shift_En),
		.Ld_A       (Ld_A),
		.Ld_B       (Ld_B) 
	);
	HexDriver HexA (
		.clk        (Clk),
		.reset      (Reset_SH),
		.in         ({B[7:4], B[3:0], A[7:4], A[3:0]}),
		.hex_seg    (hex_seg),
		.hex_grid   (hex_grid)
	);
	sync_debounce button_sync [3:0] (
		.Clk  (Clk),
		.d    ({Reset, LoadA, LoadB, Execute}),
		.q    ({Reset_SH, LoadA_SH, LoadB_SH, Execute_SH})
	);
	sync_debounce Din_sync [7:0] (
		.Clk  (Clk), 
		.d    (Din), 
		.q    (Din_S)
	);
	sync_debounce F_sync [2:0] (
		.Clk  (Clk), 
		.d    (F), 
		.q    (F_S)
	);
	sync_debounce R_sync [1:0] (
		.Clk  (Clk), 
		.d    (R), 
		.q    (R_S)
	);
endmodule
module reg_4 (
	input  logic 		  Clk, 
	input  logic 		  Reset, 
	input  logic 		  Shift_In, 
	input  logic 		  Load, 
	input  logic 		  Shift_En,
	input  logic [7:0]    D,
	output logic 		  Shift_Out,
	output logic [7:0] 	  Data_Out
);
	logic [7:0] Data_Out_d;
	always_comb
	begin
		if (Load) 
		begin
			Data_Out_d = D;
		end
		else if (Shift_En)
		begin
			Data_Out_d = { Shift_In, Data_Out[7:1] };
		end
		else
		begin
			Data_Out_d = Data_Out;  
		end
	end
	always_ff @(posedge Clk)
	begin
	 	 if (Reset)  
		 begin
			Data_Out <= 8'h0;
		 end
		 else 
		 begin
			Data_Out <= Data_Out_d;
		 end
	end
	assign Shift_Out = Data_Out[0];
endmodule
module register_unit (
	input  logic        Clk, 
	input  logic        Reset,
	input  logic        A_In,
	input  logic        B_In,
	input  logic        Ld_A,
	input  logic        Ld_B, 
	input  logic        Shift_En,
	input  logic [7:0]  D, 
	output logic        A_out, 
	output logic        B_out, 
	output logic [7:0]  A,
	output logic [7:0]  B
);
	reg_4 reg_A (
		.Clk            (Clk), 
		.Reset          (Reset),
		.Shift_In       (A_In), 
		.Load           (Ld_A), 
		.Shift_En       (Shift_En),
		.D              (D),
		.Shift_Out      (A_out),
		.Data_Out       (A)
	);
	reg_4 reg_B (
		.Clk            (Clk), 
		.Reset          (Reset),
		.Shift_In       (B_In), 
		.Load           (Ld_B), 
		.Shift_En       (Shift_En),
		.D              (D),
		.Shift_Out      (B_out),
		.Data_Out       (B)
	);
endmodule
module router (
	input  logic [1:0]  R,
	input  logic 		A_In, 
	input  logic 		B_In, 
	input  logic 		F_A_B,
	output logic 		A_Out, 
	output logic 		B_Out
	);
	always_comb
	begin
		unique case (R)
			2'b00	: A_Out = A_In;
			2'b01	: A_Out = A_In;
			2'b10	: A_Out = F_A_B;
			2'b11	: A_Out = B_In;
		endcase
	end
	always_comb
	begin
		unique case (R)
			2'b00	: B_Out = B_In;
			2'b01	: B_Out = F_A_B;
			2'b10	: B_Out = B_In;
			2'b11	: B_Out = A_In;
		endcase
	end
endmodule
localparam COUNTER_WIDTH = 15; 
module sync_debounce (
	input  logic Clk, 
	input  logic d, 
	output logic q
);
	logic ff1, ff2, q;
	logic [COUNTER_WIDTH : 0] counter;
	always_ff @(posedge Clk) begin
		ff1 <= d;  
		ff2 <= ff1;  
		if (~(ff1 ^ ff2)) begin  
		  if (~counter[COUNTER_WIDTH]) begin
		      counter <= counter + 1'b1;  
		  end else begin
		      q <= ff2;  
		  end
	    end else begin
	       counter <= '0;  
	    end
	end
endmodule
module compute (
	input  logic [2:0]  F, 
	input  logic 		A_In, 
	input  logic 		B_In,
	output logic 		A_Out, 
	output logic 		B_Out, 
	output logic 		F_A_B
);
	always_comb
	begin
		unique case (F)  
			3'b000	: F_A_B = A_In & B_In ;
			3'b001	: F_A_B = A_In | B_In ;
			3'b010	: F_A_B = A_In ^ B_In ;
			3'b011	: F_A_B = 1'b1 ;
			3'b100	: F_A_B = ~(A_In & B_In);
			3'b101	: F_A_B = ~(A_In | B_In);
			3'b110	: F_A_B = ~(A_In ^ B_In);
			3'b111	: F_A_B = 1'b0 ;
		endcase
	end
	assign A_Out = A_In;
	assign B_Out = B_In;
endmodule
```

## flow/run.sh

```bash
#!/bin/bash
# OpenROAD 26Q1-2900-gdf79404cd8, Yosys 0.63+post, stock flow scripts
make -C /OpenROAD-flow-scripts/flow DESIGN_CONFIG=/design/flow/config.mk WORK_HOME=/design/flow/orfs finish
```

## flow/config.mk

```make
export PLATFORM = sky130hd
export DESIGN_NAME = Processor
export DESIGN_NICKNAME = Processor
export VERILOG_FILES = /design/flow/design.v
export SDC_FILE = /design/flow/constraint.sdc
export NUM_CORES = 4
export LEC_CHECK = 1
export CORE_UTILIZATION = 40
export SYNTH_HDL_FRONTEND = slang
```

## flow/constraint.sdc

```tcl
current_design Processor

set clk_period 3.0
set clk_io_pct 0.2

create_clock -name clk0 -period $clk_period [get_ports {Clk}]

set non_clock_inputs [all_inputs -no_clocks]
set_input_delay [expr $clk_period * $clk_io_pct] -clock clk0 $non_clock_inputs
set_output_delay [expr $clk_period * $clk_io_pct] -clock clk0 [all_outputs]
```

==> reports/metrics.cfg <==
[setup_path]
r2r-end=HexA.genblk1[2].nibble_to_hex_.hex[0]
end_kind=output pin
critPathTopFamily=flip-flops
critPathLaunchType=flop
critPathLaunch=HexA.counter[15]
cp_max_fo=13
crit_required_ns=2.40
timing.rr.start=reg_unit.reg_A.Data_Out[0]
crit_path_max_incr_delay_ns=0.55
critPathKind=reg -> out
arrival_ns=2.23
cp.buffers_inverters=1
reg2reg_slack_ns=0.32
worstSetupPathDepth=3
slowest_stage=dfxtp_2
cp_cell_sequence=mux4_2 > nand2_1 > clkdlybuf4s50_1
ff2ff_path_depth=8

[min_path]
hold-path-cell-count=0
min_to=button_sync[2].ff2
hp-class=reg -> reg
hp-start=button_sync[2].ff1

[drt]
drtIter0Drc=462
first_pass_iters=5
drc=0
route.detailed.wl_per_inst_um=12.7
ant_nets=0
vias=11700
drt-total-wl_um=30500
diodes=0
viasPerCell=4.83

[global_route]
gr-usage-all-layers_pct=15.3
grt_pass1_vias=10900
met3_usage_pct=2.80
grt_util_met1_pct=23.8
met2_usage_pct=22.6
grt_first_pass_wirelength_um=51700
grt-ovfl-total=0
antenna_found_initial=0
grt_start_max_net_pins=61
busiest_layer=met1

[placed_design]
gp_congestion=0.868
port_buffers=48
hpwl_um=20600

[floorplan]
initCoreUtil_pct=40.6
coreArea_mm2=0.0407
dieArea_mm2=0.0421
die_h_um=205
rows=74
chipWidth_um=205
io_pins=50

[clock_network]
cts_root_buf=clkbuf_16
cts_resized=1
cts_made_buffers=42
cts_hold_buf=0
clkTransAtPathRegs_ns=0.06
post-cts-setup-buffers=0
tritoncts=yes
clock_sinks=394
htreeDepth=2
clk_latency_ns=0.56
clk_path_buf_depth=3

[timing]
min_period_ns=2.83
rsz0062_at_grt=false
max_slew_margin_pct=45.9
tightestPinTransition_ns=0.809
setup_viol=0
hold_viol=0
setup_tns_ns=0
max_freq_mhz=353
skew_ns=0.0195
fin_crit_sh_pct=94.4
drv_slew=0

[yosys]
ys_seq_share_pct=48.8
synth_cell_types=69
syn_area_per_cell_um2=9.27
ys.flops=394
ff_type=dfxtp_1
ys_top_cells_by_area=dfxtp_1 46%, xor2_1 9.6%, nor2_1 7.1%
async_flop_share_pct=0
ys_warn_count=0
yosysTopAreaCellShare_pct=45.7
synth_cells=1782
ys_cells=1782
yosys_area_mm2=0.0165
syn_area_mm2=0.0165
edf_count=17
yosysTopAreaCell=dfxtp_1

[finish]
fill_cells=3709
layout-drive-gt1-share_pct=6.66
combGateArea_mm2=0.00803
flop_area_mm2=0.00806
syn2layout_area_growth_pct=14.8
final_util_pct=46.6

[power]
ir_worst_vdd_v=0.000383
leakagePower_nw=7.13
power_density_mw_per_mm2=583

[outcome]
status=finished clean

[job]
maxCapViolCount=0
warnings=50

-- synthesized netlist by cell type, types with 4 or more instances --
cell and number:
a311oi_1 8, mux4_2 8, nand3_1 88, nor3_1 10
a21oi_1 71, or2_2 6, xnor2_1 50, and4_1 24
or3_1 39, ha_1 48, xor2_1 181, nand2b_1 6
nor2_1 314, clkbuf_1 39, o22a_1 6, buf_4 7
and3_1 33, mux2i_1 27, o21ai_0 41, mux2_2 7
edfxtp_1 17, nand2_1 134, inv_1 47, o22ai_1 9
and2_1 17, buf_2 4, o21ai_1 4, nand4_1 55
nor2b_1 43, a22oi_1 4, dfxtp_1 377
-- layer usage --
| layer | vias to the layer above | part of all wire, % |
|---|---|---|
| li1 | 6152 | - |
| met5 | - | 0 |
| met1 | 5300 | 50 |
| met2 | 135 | 43 |
| met3 | 64 | 4.0 |
| met4 | 0 | 3.1 |
-- worst max path at each step --
stage / end / slack, ns
6_report: hex_seg[6] / 0.17
5_1_grt: hex_grid[3] / 0.03
4_1_cts: hex_seg[6] / 0.1
-- state kept, by name, indices dropped and copies added (netlist names), 4 cells and up --
register,count
Din_sync.ff2,8
HexA.genblk1.nibble_to_hex_.hex,28
F_sync.counter,48
Din_sync.counter,128
button_sync.ff1,4
control_unit.curr_state,10
button_sync.counter,64
R_sync.counter,32
Din_sync.q,8
HexA.counter,17
button_sync.ff2,4
button_sync.q,4
reg_unit.reg_B.Data_Out,8
Din_sync.ff1,8
reg_unit.reg_A.Data_Out,8
-- cells in the final DEF (no fill, tap or decap), types with 4 or more instances in the layout --
master,count
nor3_1,10
nor2b_1,43
nor2_1,314
clkbuf_8,5
edfxtp_1,17
nand4_1,55
clkbuf_1,13
clkbuf_16,42
a21oi_1,71
nand3_1,88
o21ai_1,4
and2_1,17
and3_1,33
nand2_1,134
nand2b_1,6
o22a_1,6
mux2i_1,27
o21ai_0,41
a311oi_1,8
buf_4,25
inv_1,47
o22ai_1,9
a22oi_1,4
ha_1,48
and4_1,24
or3_1,39
mux2_2,7
clkinv_2,8
xnor2_1,50
mux4_2,8
dfxtp_1,376
or2_2,6
xor2_1,181
clkdlybuf4s50_1,48
-- worst register-to-register path, cell delays in order (launching register included) --
cell	delay (ns)
dfxtp_1	0.44
inv_1	0.07
ha_1	0.29
mux2_4	0.26
or3_4	0.33
and3_1	0.19
a211o_1	0.47
or3_1	0.42
o211ai_1	0.10
-- where the power goes --
| group | switching [W] | internal, W | leakage [nW] |
|---|---|---|---|
| clock network | 0.00206 | 0.00298 | 0.662 |
| logic | 0.000249 | 0.000208 | 3.24 |
| registers | 0.000142 | 0.00542 | 3.23 |
-- final cells by class --
class	count	area share, %
sequential	394	42.5
multi-input combinational	1285	42.3
tap	532	3.51
inverter	48	0.950
clock inverter	17	0.943
clock buffer	60	6.16
timing repair buffer	74	3.63
-- per-stage QoR --
| stage | area [um^2] | hold slack, ns | setup WS (ns) | total power (W) | std cells |
|---|---|---|---|---|---|
| after floorplan | 16500 | 0.349 | 0.539 | 0.00598 | 1782 |
| after global placement | 17600 | 0.354 | 0.412 | 0.00612 | 2333 |
| after detailed placement | 17600 | 0.354 | 0.363 | 0.00613 | 2333 |
| after CTS | 19000 | 0.363 | 0.0979 | 0.0112 | 2410 |
| after global routing | 19000 | 0.366 | 0.0296 | 0.0115 | 2410 |
| final | 19000 | 0.362 | 0.167 | 0.0111 | 2410 |
-- cells by family after synthesis --
| group | count (synthesis) | share of synthesized area (%) |
|---|---|---|
| compound gates | 175 | 6.51 |
| xor+xnor | 231 | 12.2 |
| fa+ha+maj | 48 | 3.64 |
| buf+inv | 103 | 2.62 |
| flops | 394 | 48.8 |
| mux | 44 | 3.45 |
| other cells | 1 | 0.0227 |
| simple gates | 786 | 22.7 |
Power and IR drop assume default switching activity.
